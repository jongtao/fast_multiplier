==> flow/design.v <==
module ha(sum,c_out,x,y);   
   input x,y;
   output sum,c_out;
   assign {c_out,sum}=x+y;
endmodule  
module fa(sum,c_out,c_in,x,y);   
   input x,y,c_in;
   output sum,c_out;
   assign {c_out,sum}=x+y+c_in;
endmodule  
module slim_adder(sum,c_in,x,y);  
	input x,y,c_in;
	output sum;
	assign sum = (x^y)^c_in;
endmodule
module CLA_64(
	output [63:0] s,
	output GG, PP,
	input [63:0] x, y,
	input Cin
	);
	wire [3:0] G,P;
	wire [2:0] c;
	assign c[0] = G[0] | (Cin & P[0]);
	assign c[1] = G[1] | (G[0] & P[1]) | (Cin & P[0] & P[1]);
	assign c[2] = G[2] | (G[1] & P[2]) | (G[0] & P[1] & P[2]) |
		(Cin & P[0] & P[1] & P[2]);
	assign GG = G[3] | (G[2] & P[3]) | (G[1] & P[2] & P[3]) |
		(G[0] & P[1] & P[2] & P[3]);
	assign PP = P[0] & P[1] & P[2] & P[3];
	CLA_16 add0(s[15:0], G[0], P[0], x[15:0], y[15:0], Cin);
	CLA_16 add1(s[31:16], G[1], P[1], x[31:16], y[31:16], c[0]);
	CLA_16 add2(s[47:32], G[2], P[2], x[47:32], y[47:32], c[1]);
	CLA_16 add3(s[63:48], G[3], P[3], x[63:48], y[63:48], c[2]);
endmodule  
module CLA_32(
	output [31:0] s,
	output GG, PP,
	input [31:0] x, y,
	input Cin
	);
	wire [1:0] G,P;
	wire c;
	assign c = G[0] | (Cin & P[0]);
	assign GG = G[1] | (G[0] & P[0]);
	assign PP = P[0] & P[1];
	CLA_16 add0(s[15:0], G[0], P[0], x[15:0], y[15:0], Cin);
	CLA_16 add1(s[31:16], G[1], P[1], x[31:16], y[31:16], c);
endmodule  
module CLA_16(
	output [15:0] s,
	output GG, PP,
	input [15:0] x, y,
	input Cin
	);
	wire [3:0] G,P;
	wire [2:0] c;
	assign c[0] = G[0] | (Cin & P[0]);
	assign c[1] = G[1] | (G[0] & P[1]) | (Cin & P[0] & P[1]);
	assign c[2] = G[2] | (G[1] & P[2]) | (G[0] & P[1] & P[2]) |
		(Cin & P[0] & P[1] & P[2]);
	assign GG = G[3] | (G[2] & P[3]) | (G[1] & P[2] & P[3]) |
		(G[0] & P[1] & P[2] & P[3]);
	assign PP = P[0] & P[1] & P[2] & P[3];
	CLA_4 add0(s[3:0], G[0], P[0], x[3:0], y[3:0], Cin);
	CLA_4 add1(s[7:4], G[1], P[1], x[7:4], y[7:4], c[0]);
	CLA_4 add2(s[11:8], G[2], P[2], x[11:8], y[11:8], c[1]);
	CLA_4 add3(s[15:12], G[3], P[3], x[15:12], y[15:12], c[2]);
endmodule  
module CLA_8(
	output [7:0] s,
	input [7:0] x, y
	);
	wire [1:0] G, P;
	wire c;
	assign c = G[0];  
	CLA_4 add0(s[3:0], G[0], P[0], x[3:0], y[3:0], Cin);
	CLA_4 add1(s[7:4], G[1], P[1], x[7:4], y[7:4], c);
endmodule
module CLA_4(
	output [3:0] s,
	output GG, PP,
	input [3:0] x, y,
	input Cin
	);
	wire [3:0] G,P;
	wire [2:0]c;
	assign G[0] = x[0] & y[0];
	assign G[1] = x[1] & y[1];
	assign G[2] = x[2] & y[2];
	assign G[3] = x[3] & y[3];
	assign P[0] = x[0] | y[0];
	assign P[1] = x[1] | y[1];
	assign P[2] = x[2] | y[2];
	assign P[3] = x[3] | y[3];
	assign c[0] = G[0] | (Cin & P[0]);
	assign c[1] = G[1] | (G[0] & P[1]) | (Cin & P[0] & P[1]); 
	assign c[2] = G[2] | (G[1] & P[2]) | (G[0] & P[1] & P[2]) |
		(Cin & P[0] & P[1] & P[2]);
	assign GG = G[3] | (G[2] & P[3]) | (G[1] & P[2] & P[3]) |
		(G[0] & P[1] & P[2] & P[3]);
	assign PP = P[0] & P[1] & P[2] & P[3];
	slim_adder add0(s[0],Cin,x[0],y[0]);
	slim_adder add1(s[1],c[0],x[1],y[1]);
	slim_adder add2(s[2],c[1],x[2],y[2]);
	slim_adder add3(s[3],c[2],x[3],y[3]);
endmodule  
==> flow/run.sh <==
#!/bin/bash
# OpenROAD 26Q1-2900-gdf79404cd8, Yosys 0.63+post, stock flow scripts
make -C /OpenROAD-flow-scripts/flow DESIGN_CONFIG=/design/flow/config.mk WORK_HOME=/design/flow/orfs finish
==> flow/config.mk <==
export PLATFORM = sky130hd
export DESIGN_NAME = CLA_8
export DESIGN_NICKNAME = CLA_8
export VERILOG_FILES = /design/flow/design.v
export SDC_FILE = /design/flow/constraint.sdc
export NUM_CORES = 4
export LEC_CHECK = 1
export CORE_AREA = 10 10 70 70
export DIE_AREA = 0 0 80 80
==> flow/constraint.sdc <==
current_design CLA_8

set clk_period 2.5
set clk_io_pct 0.2

create_clock -name clk0 -period $clk_period

set non_clock_inputs [all_inputs -no_clocks]
set_input_delay [expr $clk_period * $clk_io_pct] -clock clk0 $non_clock_inputs
set_output_delay [expr $clk_period * $clk_io_pct] -clock clk0 [all_outputs]
==> impl_metrics.tcl <==
# implementation run metrics
set metrics [dict create \
    synthAdderAreaFrac 0.403 \
    ios 24 \
    status "finished clean" \
    critPathSlowestCell "or4_1" \
    synthMuxAreaShare 0 \
    grt_overflow 0 \
    cp_cell_sequence "clkdlybuf4s50_1 > inv_1 > ha_4 > or4_1 > nand3_1 > buf_2" \
    fmax_mhz 411 \
    rows 21 \
    place_congestion 0.762 \
    drc 0 \
    ys_seq_frac 0 \
    powerDensity_mw_per_mm2 181 \
    setup_violations 0 \
    synth_xor_xnor_area_share 0.0928 \
    p_comb_frac 1.000 \
    utilization 0.245 \
    grt_pass1_wl_um 1780 \
    path_class "primary input to output port" \
    ys_cells 59 \
    crit_path_end_kind "output port" \
    leakage_nw 0.409 \
    drt-total-wl_um 1150 \
    cp_max_fo 4 \
    hold_ws_ps 1500 \
    wl_per_cell_um 8.76 \
    synthSimpleGateAreaFrac 0.0584 \
    drv_cap 0 \
    hold_path_class "primary input to output port" \
    dieArea_mm2 0.00640 \
    dieWidth_um 80 \
    via_count 420 \
    pre_cts_ws_ps -623 \
    drv_slew 0 \
    synthAoiAreaFrac 0.183 \
    hpwl_um 1040 \
    drtIter0Drc 3 \
    layout-drive-gt1-share 0.412 \
    pwr-share-clk 0 \
    power.switching_w 0.0000550 \
    die_y_um 80 \
    power.internal_w 0.0000970 \
    area_delta_synth_final_pct 77.7 \
    fp_util 0.138 \
    clock_buffers 0 \
    start_kind "primary input" \
    placed_cells 129 \
    ys_top_cells_by_area "ha_1 32%, buf_4 13%, inv_1 13%" \
    postRouteAntennaNets 0 \
    worstPathRequired_ps 2000 \
    grt_antenna_before_repair 0 \
    grt_pass1_vias 413 \
    grtUsageTotal 0.0328 \
    warnings 40 \
    synthDistinctLibCells 20 \
    top_logic_kind "adder cells" \
    antennaDiodeCount 0 \
    routed_via_density 3.21 \
    syn_avg_cell_area_um2 7.99 \
    synthCells 59 \
    hold_violations 0 \
    critPathMaxStageDelay_ps 520 \
    final-seq-area_um2 0 \
    fin_crit_ps 2430 \
    ys_area_um2 472 \
    power_frac_seq 0 \
    seq_cells 0 \
    syn_area_um2 472 \
    worstPathArrival_ps 1930 \
    holdBufCountCts 0 \
    synth.yosys.warnings 2 \
    grt_start_max_net_pins 5 \
    fin_ws_ps 67.0 \
    coreArea_mm2 0.00342 \
    power_w 0.000152 \
    finalClockPeriodUsage 0.973 \
    instances_no_fill 131 \
    top_area_frac 0.318 \
    ir_drop_mv 0.0284 \
    dr.pass1.iters 2 \
    port_buffers 23 \
    swShare 0.362 \
    yosysTopAreaCell "ha_1" \
    grt_setup_unrepaired "false" \
]
metal layers:
layer / share of wire / up-vias / GRT usage
li1: - / 225 / -
met1: 0.38 / 189 / 0.0364
met2: 0.58 / 6 / 0.0658
met3: 0.036 / 0 / 0.00568
met4: 0 / 0 / 0
met5: 0 / - / 0
cell usage after synthesis (all sizes together):
cell type / instances
inv: 16
ha: 12
buf: 8
xnor2: 4
a21oi: 2
fa: 2
nand2: 2
nor2: 2
o21ba: 2
conb: 1
nand3: 1
o211ai: 1
o21ai: 1
o22a: 1
o2bb2ai: 1
o41ai: 1
or4: 1
xor2: 1
worst max-delay path, delay by kind of cell:
family                   cells  cell delay [ps]
buffers and inverters        3              640
AND/OR/NAND/NOR              2              620
adder cells (fa/ha/maj)      1              180
area by class of cell:
| class | count | area [um^2] |
|---|---|---|
| fillers | 371 | 2580 |
| inverters | 16 | 60.1 |
| multi-input cells | 35 | 435 |
| well taps | 46 | 57.6 |
| repair buffers | 34 | 285 |
repair_timing:
action | CTS | global route
buffers inserted | 2 | 0
gates resized | 45 | 10
setup endpoints to repair | 7 | 4
pin swaps | 13 | 6
through the flow:
| stage | area [um^2] | TNS, ps |
|---|---|---|
| 5_1_grt | 838 | 0 |
| 3_3_place_gp | 767 | -2930 |
| 2_1_floorplan | 472 | 0 |
| 4_1_cts | 805 | 0 |
| 6_report | 838 | 0 |
| 3_5_place_dp | 767 | -3090 |
logic make-up (layout without fill, tap and decap cells):
| kind of cell | after synthesis | after routing |
|---|---|---|
| other | 1 | 1 |
| adders and majority gates | 14 | 14 |
| and+or+nand+nor | 6 | 6 |
| AOI/OAI and AO/OA | 9 | 9 |
| buffers and inverters | 24 | 50 |
| xor gates and xnor gates | 5 | 5 |
final timing paths:
| check | from | end | slack (ps) | cells past startpoint |
|---|---|---|---|---|
| max | y[5] | s[6] | 70 | 6 |
| min | x[5] | s[5] | 1500 | 5 |
power by group through the flow:
stage | logic [W] | clock network, W | registers, W
4_1_cts | 0.000152 | 0 | 0
5_1_grt | 0.000171 | 0 | 0
6_report | 0.000152 | 0 | 0
cells in the final DEF, fill, tap and decap left out, types with 2 or more instances in the layout:
cell / instances
ha_2: 5
ha_1: 4
a21oi_2: 2
nor2_1: 2
inv_2: 2
dlygate4sd2_1: 5
buf_6: 2
inv_1: 14
dlymetal6s2s_1: 2
buf_2: 6
buf_4: 9
clkdlybuf4s50_1: 7
fa_1: 2
nand2_1: 2
xnor2_1: 4
ha_4: 3
Power and IR drop assume default switching activity.
