==> ./design.v <==
module segment(w, seg);
	input [3:0] w;
	output[0:6] seg;
	assign seg[0] = 
		(~w[3]&~w[2]&~w[1]& w[0])|
		(~w[3]& w[2]&~w[1]&~w[0])|
		( w[3]&~w[2]& w[1]& w[0])|
		( w[3]& w[2]&~w[1]& w[0]);
	assign seg[1] = 
		(~w[3]& w[2]&~w[1]& w[0])|
		(~w[3]& w[2]& w[1]&~w[0])|
		( w[3]&~w[2]& w[1]& w[0])|
		( w[3]& w[2]&~w[1]&~w[0])|
		( w[3]& w[2]& w[1]&~w[0])|
		( w[3]& w[2]& w[1]& w[0]);
	assign seg[2] = 
		(~w[3]&~w[2]& w[1]&~w[0])|
		( w[3]& w[2]&~w[1]&~w[0])|
		( w[3]& w[2]& w[1]&~w[0])|
		( w[3]& w[2]& w[1]& w[0]);
	assign seg[3] = 
		(~w[3]&~w[2]&~w[1]& w[0])|
		(~w[3]& w[2]&~w[1]&~w[0])|
		(~w[3]& w[2]& w[1]& w[0])|
		( w[3]&~w[2]& w[1]&~w[0])|
		( w[3]& w[2]& w[1]& w[0]);
	assign seg[4] = 
		(~w[3]&~w[2]&~w[1]& w[0])|
		(~w[3]&~w[2]& w[1]& w[0])|
		(~w[3]& w[2]&~w[1]&~w[0])|
		(~w[3]& w[2]&~w[1]& w[0])|
		(~w[3]& w[2]& w[1]& w[0])|
		( w[3]&~w[2]&~w[1]& w[0]);
	assign seg[5] = 
		(~w[3]&~w[2]&~w[1]& w[0])|
		(~w[3]&~w[2]& w[1]&~w[0])|
		(~w[3]&~w[2]& w[1]& w[0])|
		(~w[3]& w[2]& w[1]& w[0])|
		( w[3]& w[2]&~w[1]& w[0]);
	assign seg[6] = 
		(~w[3]&~w[2]&~w[1]&~w[0])|
		(~w[3]&~w[2]&~w[1]& w[0])|
		(~w[3]& w[2]& w[1]& w[0])|
		( w[3]& w[2]&~w[1]&~w[0]);
endmodule
module segment_case(w, seg);
	input [3:0] w;
	output reg [0:6] seg;
	parameter c_0 =	7'h01;
	parameter c_1 =	7'h4f;
	parameter c_2 =	7'h12;
	parameter c_3 =	7'h06;
	parameter c_4 =	7'h4c;
	parameter c_5 =	7'h24;
	parameter c_6 =	7'h20;
	parameter c_7 =	7'h0f;
	parameter c_8 =	7'h00;
	parameter c_9 =	7'h04;
	parameter c_A =	7'h08;
	parameter c_b =	7'h60;
	parameter c_C =	7'h31;
	parameter c_d =	7'h42;
	parameter c_E =	7'h30;
	parameter c_F =	7'h38;
	always @(w)
	case(w)
		4'h0: seg = c_0;
		4'h1: seg = c_1;
		4'h2: seg = c_2;
		4'h3: seg = c_3;
		4'h4: seg = c_4;
		4'h5: seg = c_5;
		4'h6: seg = c_6;
		4'h7: seg = c_7;
		4'h8: seg = c_8;
		4'h9: seg = c_9;
		4'ha: seg = c_A;
		4'hb: seg = c_b;
		4'hc: seg = c_C;
		4'hd: seg = c_d;
		4'he: seg = c_E;
		4'hf: seg = c_F;
	endcase
endmodule
==> ./run.sh <==
#!/bin/bash
# OpenROAD 26Q1-2900-gdf79404cd8, Yosys 0.63+post, stock flow scripts
make -C /OpenROAD-flow-scripts/flow DESIGN_CONFIG=/design/flow/config.mk WORK_HOME=/design/flow/orfs finish
==> ./config.mk <==
export PLATFORM = sky130hd
export DESIGN_NAME = segment_case
export DESIGN_NICKNAME = segment_case
export VERILOG_FILES = /design/flow/design.v
export SDC_FILE = /design/flow/constraint.sdc
export NUM_CORES = 4
export LEC_CHECK = 1
export CORE_AREA = 10 10 70 70
export DIE_AREA = 0 0 80 80
==> ./constraint.sdc <==
current_design segment_case

set clk_period 1.4
set clk_io_pct 0.2

create_clock -name clk0 -period $clk_period

set non_clock_inputs [all_inputs -no_clocks]
set_input_delay [expr $clk_period * $clk_io_pct] -clock clk0 $non_clock_inputs
set_output_delay [expr $clk_period * $clk_io_pct] -clock clk0 [all_outputs]
==> run summary <==
Quick summary of the implementation run below.

According to the timing report, the critical path is captured at seg[3]. STA reports the tightest min-delay check as being of type input port to output pin. Across every metal layer, demand over resource in global routing totals 0.0254.

The total number of warnings across the stage logs came out at 40. The post-synthesis cell count is 33. The synthesis warning total came out at 1. In the post-synthesis netlist, the biggest area contributors are sky130_fd_sc_hd__ha_1 33%, sky130_fd_sc_hd__mux2i_1 22%, sky130_fd_sc_hd__mux4_2 8.4%. The final antenna-violating net count came out at 0. The portion of synthesized cell area occupied by the leading cell type came out at 0.326.

The post-detailed-route via-to-cell ratio is 3.25. sky130_fd_sc_hd__ha_1 is the most common cell in the netlist. The chip area is 0.00640 mm2.

Once placement finished, the instance area stood at 482 um2. The share of the cycle needed by the critical path after routing came out at 1.09. The first-pass iteration count of the detailed router came out at 2. Per the post-synthesis stats, the area per cell is 8.15 um2.

The critical path starts at w[1]. The number of vias in the routed layout came out at 325. The peak clock frequency supported by timing came out at 0.653 GHz. At the end of the flow the core is filled with cells to 0.175. The number of filler cells placed in the layout is 377. The largest net degree at the start of global routing came out at 11.

The setup violation total in the final timing report came out at 2. The critical path required time is 1.12 ns. At the pin with the least slew margin, the transition time is 0.155 ns. The power density over the cells is 255 mW/mm2.

The area growth from synthesis to layout is 123%. Setup total negative slack on the finished layout was measured at -0.156 ns. The number of ports placed on the die boundary is 11.

Per the layout area report, the register area comes to 0 um2. The relative max-transition margin came out at 0.894. After synthesis the cells add up to 269 um2.

The final estimated routing congestion in global placement is 0.769. The area figure in the yosys stat output came out at 269 um2. The critical-path maximum fanout came out at 4.

The number of buffer cells added on primary ports is 11. The reported leakage power is 0.262 nW. The synthesized design spends more area on one cell type than any other, namely sky130_fd_sc_hd__ha_1.

After synthesis, the most frequently instantiated cells are 7 x sky130_fd_sc_hd__ha_1, 6 x sky130_fd_sc_hd__mux2i_1, 5 x sky130_fd_sc_hd__nor2_1. The design area came out at 599 um2. The total antenna diodes in the routed design came out at 0.

For this block, the routed nets add up to 840 um of wire. The remaining global-route overflow is 0. Per the layout report, the design carries 0 clock buffers.

The initial cell density of the core came out at 0.0788. The count of final hold-check violations came out at 0. The fraction of layout instances using a drive strength above 1 came out at 0.630. The type of the setup path with the least slack is input port to output pin. The count of non-filler cells in the finished layout came out at 100. The sequential share of the synthesized area is 0.

The flow ran to the end, but the final reports show violations. The number of standard cells reported by yosys came out at 33. On the critical path the data arrives at 1.25 ns. Per the detail_route report, routed wire per instance is 8.40 um. The floorplan has 21 rows.

The initial antenna violation count came out at 0. The checks that failed: setup timing. The worst supply voltage drop on vdd is 0.0407 mV. The floorplan die height came out at 80 um.

The number of maximum-capacitance violations recorded for the run is 0. The least setup slack across all paths after layout came out at -0.132 ns. The number of pins exceeding their max-slew limit in the final report is 0. Counting tap cells, the placed design contains a total of 96 instances. Per the layout area report, the combinational gate area comes to 310 um2. STA classifies the critical path startpoint as an input port. The core area is 0.00342 mm2. The final routed DRC violation total is 0. The via count of the first global-routing pass is 307.

The post-route total power came out at 0.153 mW. The critical path capture point type is an output pin. The wire length of the first global-routing pass came out at 1430 um. Setup repair after global routing could not meet its margin everywhere. Measured along the x axis, the die boundary spans 80 um.

The number of flip-flops and latches came out at 0. The number of distinct library cells after synthesis came out at 13. The clock period minus final worst setup slack is 1.53 ns. Per the log, the first TritonRoute iteration ended with a DRC count of 4.
-- worst max-delay path, stage by stage --
cell and delay (ns):
sky130_fd_sc_hd__buf_8 0.10, sky130_fd_sc_hd__buf_6 0.12, sky130_fd_sc_hd__ha_4 0.16, sky130_fd_sc_hd__mux4_2 0.46, sky130_fd_sc_hd__buf_2 0.13
-- report_power, final --
part           switching, mW  internal, mW  total (mW)
Sequential                 0             0           0
Combinational         0.0617        0.0911       0.153
Clock                      0             0           0
Total                 0.0617        0.0911       0.153
-- area by class of cell --
cell class | instances | area share
multi-input combinational | 28 | 0.518
timing repair buffer | 23 | 0.355
tap | 46 | 0.0960
inverter | 3 | 0.0313
-- routing by layer --
layer	track usage	part of all wire
met2	0.0409	0.41
met5	0	0
met4	0	0
met1	0.0357	0.51
met3	0.00568	0.080
-- through the flow --
stage | worst slack (ns) | hold slack (ns)
global placement | -0.900 | 1.67
CTS | -0.125 | 1.02
global route | -0.173 | 1.03
finish | -0.132 | 1.00
floorplan | 0.0700 | 0.660
detailed placement | -0.902 | 1.67
-- cell usage in the layout, fill, tap and decap left out --
| cell type | n |
|---|---|
| sky130_fd_sc_hd__ha_4 | 4 |
| sky130_fd_sc_hd__nand2b_4 | 1 |
| sky130_fd_sc_hd__nand2_1 | 1 |
| sky130_fd_sc_hd__nand2b_1 | 1 |
| sky130_fd_sc_hd__dlygate4sd2_1 | 2 |
| sky130_fd_sc_hd__buf_4 | 4 |
| sky130_fd_sc_hd__o211ai_1 | 1 |
| sky130_fd_sc_hd__clkdlybuf4s15_2 | 1 |
| sky130_fd_sc_hd__buf_6 | 7 |
| sky130_fd_sc_hd__ha_1 | 1 |
| sky130_fd_sc_hd__mux4_2 | 1 |
| sky130_fd_sc_hd__buf_2 | 6 |
| sky130_fd_sc_hd__buf_8 | 3 |
| sky130_fd_sc_hd__o21ai_1 | 2 |
| sky130_fd_sc_hd__a32o_1 | 1 |
| sky130_fd_sc_hd__nor2_1 | 3 |
| sky130_fd_sc_hd__nor2_2 | 2 |
| sky130_fd_sc_hd__inv_2 | 1 |
| sky130_fd_sc_hd__a21oi_1 | 2 |
| sky130_fd_sc_hd__inv_4 | 1 |
| sky130_fd_sc_hd__inv_6 | 1 |
| sky130_fd_sc_hd__ha_2 | 2 |
| sky130_fd_sc_hd__mux2i_1 | 6 |
-- cells by family after synthesis --
group,after synthesis,synth area share
AND-OR/OR-AND,6,0.140
multiplexers,7,0.307
AND/OR/NAND/NOR,8,0.130
adder cells (fa/ha/maj),7,0.326
buffers and inverters,5,0.0977
-- worst min path at each step --
stage / slack [ns] / cells past startpoint / startpoint / endpoint
final: 1.00 / 4 / w[1] / seg[1]
after CTS: 1.02 / 4 / w[1] / seg[1]
after global routing: 1.03 / 4 / w[1] / seg[1]
-- timing repair --
action | in CTS | in global routing
pin swaps | 8 | 5
setup endpoints to repair | 7 | 6
cloned | 0 | 0
buffers inserted | 4 | 1
hold buffers | 0 | 0
gates resized | 58 | 5
endpoints found under the hold margin | 0 | 0
Power is estimated from default activity; no workload was simulated.
